<file path="design/flow/run.sh">
#!/bin/bash
# OpenROAD 26Q1-2900-gdf79404cd8, Yosys 0.63+post, stock flow scripts
make -C /OpenROAD-flow-scripts/flow DESIGN_CONFIG=/design/flow/config.mk WORK_HOME=/design/flow/orfs finish
</file>
<file path="design/flow/config.mk">
export PLATFORM = sky130hd
export DESIGN_NAME = mu0_mux16
export DESIGN_NICKNAME = mu0_mux16
export VERILOG_FILES = /design/flow/design.v
export SDC_FILE = /design/flow/constraint.sdc
export NUM_CORES = 4
export LEC_CHECK = 1
export CORE_AREA = 10 10 70 70
export DIE_AREA = 0 0 80 80
</file>
<file path="design/flow/constraint.sdc">
current_design mu0_mux16

set clk_period 1.0
set clk_io_pct 0.2

create_clock -name clk0 -period $clk_period

set non_clock_inputs [all_inputs -no_clocks]
set_input_delay [expr $clk_period * $clk_io_pct] -clock clk0 $non_clock_inputs
set_output_delay [expr $clk_period * $clk_io_pct] -clock clk0 [all_outputs]
</file>
<file path="design/flow/design.v">
`timescale 1ns/100ps
`default_nettype none
module mu0_mux16(input  wire  [15:0] A,
	             input  wire  [15:0] B,
			     input  wire         S,
			     output reg  [15:0]  Q);
always @ (*)
begin
	if (S == 1) Q = B;
	else if (S == 0) Q = A;
	else Q = 16'hxxxx;
end
endmodule
`default_nettype wire
</file>
==> impl_metrics.csv <==
group,metric,value,unit
run_status,run_status,"finished, violations left",
run_status,failed_checks,"setup timing",
critical_path,critical_path.n_buffers_inverters,3,
grt,grt_use_total,0.04202,
grt,globalRoute.totalOverflow,0,
critical_path,critical_path_arrival,860,ps
yosys,area_leaders,"sky130_fd_sc_hd__mux2_4, sky130_fd_sc_hd__mux2_2, sky130_fd_sc_hd__buf_12",
final_timing,setup_slack,-56.44,ps
critical_path,crit_type,"input pin to output pin",
final_timing,grt_setup_unrepaired,"yes",
final_timing,timing.final.crit_period,1056,ps
yosys,synth-simple-area-share,0,
detailed_routing,top_signal_layer_used,"met3",
cells_and_area,seq_cell_count,0,
detailed_routing,route.detailed.wl_per_inst,12.43,um
floorplan,floorplan.io_pins,49,
critical_path,critical_path.max_stage_delay,300,ps
min_path,hold_depth,3,
detailed_routing,met3RoutedLength,329,um
critical_path,crit_path_cell_trace,"buf_12 -> buf_12 -> mux2_4 -> buf_6",
critical_path,cp.required,800,ps
critical_path,critical-path-top-cell-by-count,"sky130_fd_sc_hd__buf_12",
detailed_routing,drt_wl_total,1405,um
critical_path,worst-path-max-fanout,8,
detailed_routing,drc,0,
placed_design,post-place-cells,112,
yosys,post_synth.cell_area_avg,13.83,sq um
detailed_routing,detail_route.iter0.violations,2,
yosys,ys_sh_mux,0.8744,
yosys,synthAdderAreaFrac,0,
floorplan,initCoreUtil,0.07289,
cells_and_area,drive_above_1_share,0.5224,
detailed_routing,num_vias,359,
yosys,yosys_area,249.0,sq um
yosys,synth_sequential_area_ratio,0,
floorplan,die_area,6400,sq um
final_timing,whs,793.6,ps
flow_run,stage_log_warnings,34,
pwr,worst_ir_drop_vdd,0.1506,mV
yosys,synth.cellmix.xorXnorShare,0,
pwr,p_leak,0.4174,nW
critical_path,timing.critical_path.from,"S",
grt,first_global_vias,430,
yosys,topCombFamilyByArea,"multiplexers",
detailed_routing,route.met2.wl,337,um
final_timing,slew_headroom,0.9527,
flow_run,timing.max_cap.violations,0,
yosys,post_synth_num_cell_types,4,
detailed_routing,post_drt_via_cell_ratio,3.177,
floorplan,fp.dieH,80,um
critical_path,cp-end-kind,"output pin",
yosys,common_cells,"sky130_fd_sc_hd__mux2_4, sky130_fd_sc_hd__mux2_2, sky130_fd_sc_hd__buf_12, sky130_fd_sc_hd__buf_6",
yosys,synth-warning-count,1,
min_path,min-delay-path-class,"input pin to output pin",
placed_design,place_congestion,0.8145,
critical_path,timing.critical_path.max_delay_family,"buffers and inverters",
detailed_routing,postRouteAntennaNets,0,
grt,first_pass_grt_wire_length,2187,um
final_timing,final-setup-viol-count,16,
final_timing,drv_slew,0,
floorplan,design.core.area,3416,sq um
yosys,synth_cells,18,
yosys,synth_dominant_cell_count,"sky130_fd_sc_hd__mux2_4",
min_path,min_to,"Q[5]",
cells_and_area,final_core_utilization,0.2326,
yosys,post_synth_top_area_cell,"sky130_fd_sc_hd__mux2_4",
final_timing,max_clock_freq,0.9466,GHz
cells_and_area,clkbuf_count,0,
final_timing,post-route-period-util,1.056,
cells_and_area,fin_cells,113,
critical_path,critical-path-slowest-cell,"sky130_fd_sc_hd__mux2_4",
cells_and_area,regArea,0,sq um
detailed_routing,antenna_cells_inserted,0,
pwr,p_per_area,378.8,nW/um^2
clock_network,post_cts.repair.setup_buffers,0,
cells_and_area,areaGrowthSynthToFinish,219.1,%
grt,grt_antenna_before_repair,0,
grt,grt_start_max_net_pins,9,
placed_design,io_buffers,49,
yosys,post_synth_instance_area,249.0,sq um
placed_design,dpl.hpwl,1222,um
floorplan,rows,21,
yosys,ys_cells,18,
min_path,hold_path.startpoint,"A[5]",
detailed_routing,wirelength_met1,738,um
final_timing,timing.final.hold_violations,0,
final_timing,worst_pin_slew,71.03,ps
detailed_routing,first_pass_iters,2,
yosys,yosys.area.top_type_share,0.6030,
floorplan,width_of_the_die,80,um
final_timing,setup_tns,-816.5,ps
critical_path,worst_setup_path_start_kind,"input pin",
yosys,ys_sh_aoi,0,
pwr,fin_total_pwr,0.3009,mW
-- worst max path at each step --
stage                 cells past startpoint  slack, ps     to
after CTS                                 4        -60  Q[15]
after global routing                      4        -70   Q[6]
final                                     4        -60  Q[14]
-- through the flow --
stage          setup slack, ps  cell area, sq um
2_1_floorplan            72.49             249.0
3_3_place_gp            -845.7             785.8
3_5_place_dp            -852.9             785.8
4_1_cts                 -60.19             763.2
5_1_grt                 -71.16             794.5
6_report                -56.44             794.5
-- per-layer routing --
| metal | GRT usage | vias up |
|---|---|---|
| met2 | 0.04494 | 49 |
| met1 | 0.06394 | 143 |
| met4 | 0 | 0 |
| met5 | 0 | - |
| li1 | - | 167 |
| met3 | 0.03295 | 0 |
-- power by group --
group | total, mW | internal, mW | leakage (nW) | switching [mW]
Clock | 0 | 0 | 0 | 0
Combinational | 0.301 | 0.234 | 0.417 | 0.0674
Sequential | 0 | 0 | 0 | 0
Total | 0.301 | 0.234 | 0.417 | 0.0674
-- repair_timing --
item	in CTS	in global routing
hold buffers	0	0
resized	102	5
setup endpoints to repair	16	16
gates cloned	1	0
-- layout by cell type (no fill, tap or decap) --
master	n
sky130_fd_sc_hd__dlygate4sd2_1	32
sky130_fd_sc_hd__mux2_4	16
sky130_fd_sc_hd__buf_6	11
sky130_fd_sc_hd__buf_2	5
sky130_fd_sc_hd__buf_12	2
sky130_fd_sc_hd__buf_16	1
-- tightest hold or removal path: stages --
cell,delay (ps)
sky130_fd_sc_hd__dlygate4sd2_1,190
sky130_fd_sc_hd__mux2_4,120
sky130_fd_sc_hd__buf_2,80
-- final cells by class --
cell class	count	area (sq um)
timing repair buffer	51	496.7
multi-input combinational	16	240.2
fill	374	2621
tap	46	57.56
-- cells by family (layout without fill, tap and decap cells) --
kind of cell / Yosys count / count (layout)
buffers and inverters: 2 / 51
multiplexers: 16 / 16
Power is estimated from default activity; no workload was simulated.
