`flow/config.mk`:
```
export PLATFORM = sky130hd
export DESIGN_NAME = mu0_mux12
export DESIGN_NICKNAME = mu0_mux12
export VERILOG_FILES = /design/flow/design.v
export SDC_FILE = /design/flow/constraint.sdc
export NUM_CORES = 4
export LEC_CHECK = 1
export CORE_AREA = 10 10 70 70
export DIE_AREA = 0 0 80 80
```
`flow/constraint.sdc`:
```
current_design mu0_mux12

set clk_period 1.0
set clk_io_pct 0.2

create_clock -name clk0 -period $clk_period

set non_clock_inputs [all_inputs -no_clocks]
set_input_delay [expr $clk_period * $clk_io_pct] -clock clk0 $non_clock_inputs
set_output_delay [expr $clk_period * $clk_io_pct] -clock clk0 [all_outputs]
```
`flow/design.v`:
```
`timescale 1ns/100ps
`default_nettype none
module mu0_mux12(input  wire [11:0] A,
	             input  wire [11:0] B,
			     input  wire        S,
			     output reg  [11:0] Q);
always @ (*)
begin
	if (S == 1) Q = B;
	else if (S == 0) Q = A;
	else Q = 12'hxxx;
end
endmodule
`default_nettype wire
```
`flow/run.sh`:
```
#!/bin/bash
# OpenROAD 26Q1-2900-gdf79404cd8, Yosys 0.63+post, stock flow scripts
make -C /OpenROAD-flow-scripts/flow DESIGN_CONFIG=/design/flow/config.mk WORK_HOME=/design/flow/orfs finish
```
==> flow_summary_export.csv <==
group,metric,value,unit
global_routing,grt_antenna_before_repair,1,
place,place.port_buffers,37,
route,drt-vias-per-instance,2.74,
timing,clock.fmax,0.956,GHz
job,drv_cap,0,
yosys,post-synth-top-area-cell,"sky130_fd_sc_hd__mux2_4",
timing,worst_max_slew_margin_expressed_relative_to_the_limit,0.947,
worst_setup_path,crit_top_cell,"sky130_fd_sc_hd__buf_12",
route,totalWireLength,1.19,mm
worst_setup_path,critPathCaptureType,"output pin",
die,area_of_the_placeable_core,3420,µm²
route,drtIter0Drc,3,
timing,final.min_clock_period,1.05,ns
timing,holdWs,0.798,ns
cells_and_area,layoutNonFillerInstCount,98,
cts,postCtsSetupBuffers,0,
global_routing,grt_max_degree,7,
place,postPlaceCellArea,621,µm²
worst_setup_path,critical_path_buf_inv_count,3,
timing,timing_max_transition_violations_final,0,
worst_setup_path,timing.critical_path.slowest_cell_delay,0.30,ns
cells_and_area,ff_count,0,
yosys,netlist_instances,13,
die,die.size.y,80,µm
worst_setup_path,critical_path.top_delay_family,"buffers and inverters",
die,io-pin-count,37,
yosys,synth_unique_cells,3,
yosys,netlist_top_cells_area,"sky130_fd_sc_hd__mux2_4, sky130_fd_sc_hd__mux2_2, sky130_fd_sc_hd__buf_6",
pwr,power.static_leakage,0.320,nW
yosys,yosys-stat-cells,13,
yosys,synth_top_area_share,0.816,
timing,grt_setup_unrepaired,"yes",
yosys,synth.avg_cell_area,14.1,µm²
timing,timing_hold_violations_final,0,
worst_setup_path,setup.worst_path.class,"input pin to output pin",
global_routing,grt_pass1_wl,1.68,mm
pwr,power_per_cell_area,372,nW/µm²
global_routing,grt.overflow.total,0,
worst_setup_path,crit_chain,"buf_12 > buf_12 > mux2_4 > buf_6",
yosys,synth.yosys.warnings,1,
cells_and_area,regArea,0,µm²
run_status,violated_checks,"negative setup slack",
timing,setup_viol_count_final,12,
worst_hold_path,hold_path_class,"input pin to output pin",
job,warning_count,34,
cells_and_area,layout_top_cell_excl_fill_tap,"sky130_fd_sc_hd__dlygate4sd2_1",
timing,final.setup.worst_slack,-0.0461,ns
yosys,synth_chip_area,184,µm²
route,drt_drc_violations_left,0,
run_status,run_status,"finished, violations left",
timing,timing.final.crit_share,1.05,
cells_and_area,final_cell_area,628,µm²
yosys,post_synthesis_cell_area,184,µm²
place,gpl.final_weighted_congestion,0.726,
pwr,max-vdd-ir-drop,0.148,mV
worst_setup_path,critPathRequiredTime,0.80,ns
die,floorplan.die.width,80,µm
yosys,ys_seq_frac,0,
cts,hold_buffers,0,
die,row_count,21,
place,dp_cells,96,
pwr,totalPowerFinal,0.234,mW
route,dr_total_vias,269,
worst_setup_path,cp.arrival,0.85,ns
cells_and_area,synthToLayoutAreaGrowth,241,%
die,die_area,6400,µm²
cells_and_area,layout_top_cells,"sky130_fd_sc_hd__dlygate4sd2_1, sky130_fd_sc_hd__mux2_4, sky130_fd_sc_hd__buf_6, sky130_fd_sc_hd__buf_2, sky130_fd_sc_hd__buf_12",
worst_setup_path,critPathSlowestCell,"sky130_fd_sc_hd__mux2_4",
global_routing,grtUsageTotal,0.0342,
timing,worst_pin_slew,0.0794,ns
cells_and_area,drive_above_1_share,0.529,
worst_setup_path,critPathLaunchType,"input pin",
route,detail_route.first_pass.iterations,2,
die,floorplanUtilization,0.0538,
cells_and_area,number_of_clock_buffers_in_the_layout,0,
worst_setup_path,path_max_fanout,6,
global_routing,grt_pass1_vias,309,
route,postRouteAntennaNets,0,
route,routed_wire_length_per_instance,12.2,µm
-- per-stage QoR --
stage | utilization | worst slack (ns) | TNS (ns)
2_1_floorplan | - | 0.172 | 0
3_3_place_gp | 0.182 | -0.820 | -9.52
3_5_place_dp | 0.182 | -0.823 | -9.57
4_1_cts | 0.176 | -0.0546 | -0.602
5_1_grt | 0.183 | -0.0657 | -0.705
6_report | 0.184 | -0.0461 | -0.502
-- cell type report --
cell class                 instances  area [µm²]
fill                             401        2790
antenna                            1        2.50
tap                               46        57.6
multi-input combinational         12         180
timing repair buffer              39         388
-- synth_stat cells (all sizes together) --
master   n
buf      1
mux2    12
-- power by group --
group	internal (mW)	switching (mW)	total, mW
combinational	0.181	0.0530	0.234
sequential	0	0	0
clock	0.000000134	0	0.000000134
-- routing by layer --
metal	up-vias	GRT usage	routed length (µm)
met5	-	0	0
met4	0	0	0
met3	0	0.0318	289
met2	31	0.0385	373
met1	109	0.0475	528
li1	129	-	-
-- path summary, 6_finish.rpt --
kind,end,start,cells after the start,slack [ns]
min,Q[6],B[6],3,0.80
max,Q[10],S,4,-0.05
-- cells by family (layout without fill, tap and decap cells) --
group	Yosys count	in the layout	share of synthesized area
buffers and inverters	1	39	0.0612
multiplexers	12	12	0.939
other	0	1	0
-- timing repair --
action                                  4_1_cts  5_1_grt
gates cloned                                  1        0
endpoints found under the setup margin       12       12
resized                                      78        4
No activity file was given, so power comes from the tool's default toggle rates.
